--- /design/flow/config.mk ---
export PLATFORM = sky130hd
export DESIGN_NAME = multiplier
export DESIGN_NICKNAME = multiplier
export VERILOG_FILES = /design/flow/design.v
export SDC_FILE = /design/flow/constraint.sdc
export NUM_CORES = 4
export LEC_CHECK = 1
export CORE_UTILIZATION = 50
--- /design/flow/constraint.sdc ---
current_design multiplier

set clk_period 9.6
set clk_io_pct 0.2

create_clock -name clk0 -period $clk_period [get_ports {CLK}]

set non_clock_inputs [all_inputs -no_clocks]
set_input_delay [expr $clk_period * $clk_io_pct] -clock clk0 $non_clock_inputs
set_output_delay [expr $clk_period * $clk_io_pct] -clock clk0 [all_outputs]
--- /design/flow/design.v ---
module fifo_module
  (
   input 	 CLK,
   input 	 RSTn,
   input 	 Write_Req,
   input [15:0]  FIFO_Write_Data,
   input 	 Read_Req,
   output [15:0] FIFO_Read_Data,
   output [2:0]  Left_Sig
   );
   parameter DEEP = 3'd4;
   reg [15:0] 	 rShift [DEEP:0];
   reg [2:0] 	 Count;
   reg [15:0] 	 Data;
   always @ ( posedge CLK or negedge RSTn )
     if( !RSTn )
       begin
	  rShift[0] <= 15'd0; rShift[1] <= 15'd0; rShift[2] <= 15'd0;
	  rShift[3] <= 15'd0; rShift[4] <= 15'd0;
	  Count <= 3'd0;
	  Data <= 15'd0;
       end
     else if( Read_Req && Write_Req && Count < DEEP && Count > 0 )
       begin
	  rShift[1] <= FIFO_Write_Data;
	  rShift[2] <= rShift[1];
	  rShift[3] <= rShift[2];
	  rShift[4] <= rShift[3];
	  Data <= rShift[ Count ];
       end
     else if( Write_Req && Count < DEEP )
       begin
	  rShift[1] <= FIFO_Write_Data;
	  rShift[2] <= rShift[1];
	  rShift[3] <= rShift[2];
	  rShift[4] <= rShift[3];
	  Count <= Count + 1'b1;
       end
     else if( Read_Req && Count > 0 )
       begin
	  Data <= rShift[Count];
	  Count <= Count - 1'b1;
       end
   assign FIFO_Read_Data = Data;
   assign Left_Sig = DEEP - Count;
endmodule
module modified_booth_multiplier_module_2
  (
   input 	 CLK,
   input 	 RSTn,
   input 	 Start_Sig,
   input [7:0] 	 A,
   input [7:0] 	 B,
   output 	 Done_Sig,
   output [15:0] Product
   );
   reg [3:0] 	 i;
   reg [15:0] 	 a;
   reg [15:0] 	 a2;
   reg [15:0] 	 s;  
   reg [15:0] 	 s2;
   reg [15:0] 	 p;
   reg [3:0] 	 M;
   reg [8:0] 	 N;
   reg 		 isDone;
   always @ ( posedge CLK or negedge RSTn )
     if( !RSTn )
       begin
	  i <= 4'd0;
	  a <= 8'd0;
	  a2 <= 9'd0;
	  s <= 8'd0;
	  s2 <= 9'd0;
	  p <= 16'd0;
	  M <= 4'd0;
	  N <= 9'd0;
	  isDone <= 1'b0;
       end
     else if( Start_Sig )
       case( i )
	 0:
	   begin
	      a <= A[7] ? { 8'hFF , A } : { 8'd0 , A };
	      a2 <= A[7] ? { 8'hFF , A + A } : { 8'd0 , A + A };
	      s <= ~A[7] ? { 8'hFF , ( ~A + 1'b1 ) } : { 8'd0 , ( ~A + 1'b1 ) };
	      s2 <= ~A[7] ? { 8'hFF , ( ~A + 1'b1 ) + ( ~A + 1'b1 ) } : { 8'd0 , ( ~A + 1'b1 ) + ( ~A + 1'b1 ) };
	      p <= 16'd0;
	      M <= 4'd0;
	      N <= { B , 1'b0 };
	      i <= i + 1'b1;
	   end
	 1,2,3,4:
	   begin
	      if( N[2:0] == 3'b001 || N[2:0] == 3'b010 ) p <= p + ( a << M );
	      else if( N[2:0] == 3'b011 ) p <= p + ( a2 << M ) ;
	      else if( N[2:0] == 3'b100 ) p <= p + ( s2 << M ) ;
	      else if( N[2:0] == 3'b101 || N[2:0] == 3'b110 ) p <= p + ( s << M );
	      M <= M + 2'd2;
	      N <= ( N >> 2 );
	      i <= i + 1'b1;
	   end
	 5:
	   begin isDone <= 1'b1; i <= i + 1'b1; end
	 6:
	   begin isDone <= 1'b0; i <= 4'd0; end
       endcase
   assign Done_Sig = isDone;
   assign Product = p;
endmodule
module multiplier
  (
   input 	 CLK,
   input 	 RSTn,
   input 	 Write_Req,
   input [15:0]  FIFO_Write_Data,
   output [2:0]  Left_Sig,
   output [15:0] Product
   );
   reg 		 isRead;
   wire [2:0] 	 U1_Left_Sig;
   wire [15:0] 	 U1_Read_Data;
   fifo_module U1
     (
      .CLK( CLK ),
      .RSTn( RSTn ),
      .Write_Req( Write_Req ),
      .FIFO_Write_Data( FIFO_Write_Data ),
      .Read_Req( isRead ),
      .FIFO_Read_Data( U1_Read_Data ),
      .Left_Sig( U1_Left_Sig )
      );
   reg 		 isStart;
   wire 	 U2_Done_Sig;
   wire [15:0] 	 U2_Product;
   modified_booth_multiplier_module_2 U2
     (
      .CLK( CLK ),
      .RSTn( RSTn ),
      .Start_Sig( isStart ),
      .A( U1_Read_Data[15:8] ),
      .B( U1_Read_Data[7:0] ),
      .Done_Sig( U2_Done_Sig ),
      .Product( U2_Product )
      );
   reg 		 i;
   always @ ( posedge CLK or negedge RSTn )
     if( !RSTn )
       begin
	  isRead <= 1'b0;
	  isStart <= 1'b0;
	  i <= 1'b0;
       end
     else
       case( i )
	 0:
	   if( U1_Left_Sig <= 3 ) begin isRead <= 1'b1; i <= i + 1'b1; end
	 1:
	   if( U2_Done_Sig ) begin isStart <= 1'b0; i <= i - 1'b1; end
	   else begin isRead <= 1'b0; isStart <= 1'b1; end
       endcase
   assign Left_Sig = U1_Left_Sig;
   assign Product = U2_Product;
endmodule
--- /design/flow/run.sh ---
#!/bin/bash
# OpenROAD 26Q1-2900-gdf79404cd8, Yosys 0.63+post, stock flow scripts
make -C /OpenROAD-flow-scripts/flow DESIGN_CONFIG=/design/flow/config.mk WORK_HOME=/design/flow/orfs finish
==> metrics.json <==
{
  "chipHeight_um": 121.3,
  "worst-r2r-cell-count": 14,
  "post_route_cells_drive_above_1_share_pct": 16.23,
  "vdd_ir_drop_max_v": 0.0001251,
  "final-comb-area_sq_um": 3482,
  "highest_delay_cell_along_the_critical_path": "dfrtp_1",
  "rows": 43,
  "clockRootBuffer": "clkbuf_16",
  "cts.clk_slew.worst_paths_ns": 0.06,
  "filler_cell_count": 1130,
  "post_synth_inst_count": 694,
  "detail_route.iter0.violations": 367,
  "path_buffers": 0,
  "synth_async_sr_flop_share_pct": 100.0,
  "detailedPlace.worstSlack_ns": 5.505,
  "rr_startpoint": "U2.N[0]",
  "tritoncts.num_buffers": 17,
  "netlist.top_cell.by_area": "dfrtp_1",
  "post_route_minimum_period_ns": 4.129,
  "hold_path.startpoint": "U2.i[3]",
  "largest_net_degree_at_the_start_of_global_routing": 65,
  "detail_route.wl_per_cell_um": 15.61,
  "startpoint_type": "flip-flop",
  "drc": 0,
  "ys_cells": 694,
  "post_cts_resized": 0,
  "category_of_cells_accounting_for_the_largest_share_of_critical_path_delay": "AND-OR/OR-AND gates",
  "final_hold_viol_count": 0,
  "drt.antenna.violating_nets": 0,
  "regArea_sq_um": 3378,
  "ys.warnings.count": 4,
  "gr-usage-all-layers_pct": 22.00,
  "hold_path_depth": 0,
  "outcome": "completed",
  "fmax_ghz": 0.2422,
  "ys_ff": 135,
  "placeableCoreArea_sq_um": 13880,
  "routed-via-count": 5166,
  "critical_path_required_ns": 9.89,
  "synth_seq_share_pct": 47.48,
  "postCtsSetupRepairBufs": 0,
  "worst_pin_slew_ns": 0.7933,
  "num_antenna_cells": 0,
  "area_growth_pct": 15.40,
  "portBuffers": 37,
  "timing.slew.headroom_pct": 47.11,
  "met3RoutedLength_um": 558,
  "power_per_cell_area_nw_per_um2": 148.9,
  "setup-violations-final": 0,
  "ys_types": 52,
  "leakagePower_uw": 0.003889,
  "first_pass_iters": 5,
  "layoutNonFillerInstCount": 913,
  "clock_tree_from_tritoncts": "done",
  "totalNegativeSetupSlack_ns": 0,
  "cts_hold_buffers": 0,
  "hold-path-endpoint": "U2.i[3]",
  "worst_slack_ns": 5.471,
  "vias_per_cell": 5.658,
  "routed-wl-met2_um": 6837,
  "clock_buffer_depth": 2,
  "antenna_found_initial": 0,
  "place_inst": 881,
  "synth_largest_type_area_fraction_pct": 47.48,
  "grt_pass1_vias": 4869,
  "openroad_warning_count": 30,
  "grt_first_pass_wirelength_um": 24690,
  "dieArea_sq_um": 14710,
  "gpl.final_weighted_congestion": 0.8864,
  "place.detailed.hpwl_um": 9627,
  "critPathMaxFanout": 21,
  "grt_overflow_total": 0,
  "post-route-period-util_pct": 43.01,
  "cap_violations": 0,
  "route.final.wire_length_um": 14250,
  "floorplan.die.width_um": 121.3,
  "finalClockSkew_ns": 0.006621,
  "floorplan.initialDensity_pct": 51.26,
  "rsz0062_at_grt": "false",
  "ff_type": "dfrtp_1",
  "mean_post_synth_cell_area_sq_um": 10.25,
  "io-pin-count": 38,
  "reg2reg_to": "U2.p[15]",
  "drv_slew": 0,
  "worst-r2r-setup-slack_ns": 5.47,
  "cp.arrival_ns": 4.42,
  "yosys.stat.chipArea_sq_um": 7116,
  "edf_count": 0,
  "top_signal_layer_used": "met4",
  "clkLatencyLatePin_ns": 0.41,
  "top_cells_by_area": "dfrtp_1 47%, mux2_2 11%, nand2_1 5.5%",
  "cp_cell_sequence": "nor2_1 -> maj3_1 -> o21ai_1 -> mux4_2 -> o22ai_1 -> ha_1 -> a21o_1 -> a211oi_1 -> nor2_1 -> a2111oi_0 -> a21oi_1 -> xnor2_1 -> a21oi_1 -> o22ai_1",
  "fin_hold_ws_ns": 0.4270,
  "route.layer.met1.wl_um": 6786,
  "top_cell": "dfrtp_1",
  "yosys-top-cells-count": "135 x dfrtp_1, 104 x nand2_1, 68 x mux2_2, 56 x o21ai_0, 34 x a21oi_1",
  "timing_worst_setup_path_type": "flip-flop to flip-flop",
  "hp-class": "flip-flop to flip-flop",
  "cts-htree-levels": 4,
  "post_synth_instance_area_sq_um": 7116,
  "numClockSinks": 135,
  "critical-path-max-stage-delay_ns": 0.81,
  "critPathCaptureType": "flip-flop"
}
-- final cells by class --
cell class / instances / area share (%)
multi-input combinational: 496 / 42.40
sequential: 135 / 41.14
timing repair buffer: 49 / 5.622
clock buffer: 19 / 5.516
tap: 180 / 2.743
clock inverter: 13 / 1.615
inverter: 21 / 0.9599
-- metal layers --
metal	vias to the layer above	GRT usage, %
met4	0	1.698
met3	5	3.407
met5	-	0
met1	2519	36.17
li1	2538	-
met2	104	33.63
-- sequential cells by signal, indices dropped and copies added (netlist names), 4 cells and up --
| signal | cells |
|---|---|
| U2.i | 4 |
| U2.p | 16 |
| U2.a2 | 7 |
| U1.rShift | 64 |
| U1.Data | 16 |
| U2.N | 9 |
| U2.s | 9 |
-- cells in the final DEF, fill, tap and decap left out, types with 4 or more instances in the layout --
cell	count
a21o_1	4
a21oi_1	34
a222oi_1	16
a22o_1	18
buf_4	12
clkbuf_16	17
clkdlybuf4s50_1	36
dfrtp_1	135
ha_1	25
inv_1	20
inv_6	5
mux2_2	68
mux2i_1	20
nand2_1	104
nand2b_1	5
nand3_1	7
nand3b_1	4
nor2_1	32
nor2b_1	11
nor3_1	11
nor3b_1	4
o211ai_1	5
o21ai_0	56
o22ai_1	9
or3_1	6
xnor2_1	14
xor2_1	9
-- worst max-delay path by stage --
stage,slack [ns],end,from,cells past startpoint
CTS,5.47,U2.p[15],U2.N[0],14
global route,5.08,U2.p[15],U2.N[0],14
finish,5.47,U2.p[15],U2.N[0],14
-- per-stage QoR --
stage               total power, uW  utilization (%)  area (sq um)
global route                   1267            59.16          8212
CTS                            1240            59.16          8212
finish                         1222            59.16          8212
global placement              598.6            54.94          7626
detailed placement            599.0            54.94          7626
floorplan                     579.7                -          7116
-- power breakdown --
group	internal [uW]	switching [uW]
clock	377	257
sequential	569	0
combinational	6.94	11.6
-- logic make-up after synthesis --
| logic type | share of synthesized area [%] |
|---|---|
| AOI/OAI and AO/OA | 14.75 |
| xor gates and xnor gates | 2.831 |
| adders and majority gates | 5.099 |
| buffers and inverters | 3.587 |
| DFF | 47.48 |
| muxes | 14.21 |
| and+or+nand+nor | 12.05 |
Power figures rest on the tool's default switching activity, not on a simulated workload.
