===== design.v =====
module float_multi_module
  (
   input 	 CLK, RSTn,
   input [31:0]  A,B,
   output [31:0] Result,
   input 	 Start_Sig,
   output [3:0]  Done_Sig,
   output [32:0] SQ_rA,SQ_rB,
   output [47:0] SQ_Temp,
   output [9:0]  SQ_rExp,SQ_BDiff
   );
   reg [3:0] 	 i;
   reg [32:0] 	 rA,rB;  
   reg [47:0] 	 Temp;
   reg [31:0] 	 rResult;
   reg [9:0] 	 rExp,BDiff;
   reg 		 isSign;
   reg 		 isOver;
   reg 		 isUnder;
   reg 		 isZero;
   reg 		 isDone;
   always @ ( posedge CLK or negedge RSTn )
     if( !RSTn )
       begin
	  i <= 4'd0;
	  rA <= 33'd0;
	  rB <= 33'd0;
	  Temp <= 48'd0;
	  rResult <= 32'd0;
	  rExp <= 10'd0;
	  BDiff <= 10'd0;
	  isOver <= 1'b0;
	  isUnder <= 1'b0;
	  isZero <= 1'b0;
	  isDone <= 1'b0;
       end  
     else if( Start_Sig )
       case( i )
	 0:  
	   begin
	      rA <= { A[31], A[30:23], 1'b1, A[22:0]};
	      rB <= { B[31], B[30:23], 1'b1, B[22:0]};
	      isSign <= A[31] ^ B[31];
	      isOver <= 1'b0; isUnder <= 1'b0; isZero <= 1'b0;
	      i <= i + 1'b1;
	   end
	 1:
	   begin
	      if( rA[31:24] == rB[31:24] && ( rA[22:0] != 23'd0 & rB[22:0] != 23'd0 ) || rA[32] ^ rB[32] )
		begin rB[31:24] <= rB[31:24] + 1'b1; rB[23:0] <= rB[23:0] >> 1; end
	      i <= i + 1'b1;
	   end  
	 2:  
	   begin
	      BDiff = rB[31:24] - 8'd127;  
	      rExp <= rA[31:24] + BDiff;  
	      i <= i + 1'b1;
	   end
	 3:
	   begin
	      Temp <= rA[23:0] * rB[23:0];
	      i <= i + 1'b1;
	   end
	 4:  
	   begin
	      if( Temp[47] == 1'b1 ) begin Temp <= Temp; end  
	      else if( Temp[46] == 1'b1 ) begin Temp <= Temp << 1; end
	      else if( Temp[45] == 1'b1 ) begin Temp <= Temp << 2; rExp <= rExp - 1'b1;end
	      i <= i + 1'b1;
	   end  
	 5:  
	   begin
	      if( rExp[9:8] == 2'b01 ) begin isOver <= 1'b1; rResult <= {1'b0,8'd127, 23'd0}; end
	      else if( rExp[9:8] == 2'b11 ) begin isUnder <= 1'b1; rResult <= {1'b0, 8'd127, 23'd0}; end  
	      else if( Temp[47:24] == 24'd0 ) begin isZero <= 1'b1; rResult <= {1'b0, 8'd127, 23'd0}; end  
	      else if( Temp[23] == 1'b1 ) rResult <= { isSign, rExp[7:0], Temp[46:24] + 1'b1 };  
	      else rResult <= { isSign, rExp[7:0], Temp[46:24] };  
	      i <= i + 1'b1;
	   end
	 6:
	   begin isDone <= 1'b1; i <= i + 1'b1; end
	 7:
	   begin isDone <= 1'b0; i <= 4'd0; end
       endcase
   assign Done_Sig = { isOver, isUnder, isZero, isDone };
   assign Result = rResult;
   assign SQ_rA = rA;
   assign SQ_rB = rB;
   assign SQ_rExp = rExp;
   assign SQ_BDiff = BDiff;
   assign SQ_Temp = Temp;
endmodule

===== run.sh =====
#!/bin/bash
# OpenROAD 26Q1-2900-gdf79404cd8, Yosys 0.63+post, stock flow scripts
make -C /OpenROAD-flow-scripts/flow DESIGN_CONFIG=/design/flow/config.mk WORK_HOME=/design/flow/orfs finish

===== config.mk =====
export PLATFORM = sky130hd
export DESIGN_NAME = float_multi_module
export DESIGN_NICKNAME = float_multi_module
export VERILOG_FILES = /design/flow/design.v
export SDC_FILE = /design/flow/constraint.sdc
export NUM_CORES = 4
export LEC_CHECK = 1
export CORE_UTILIZATION = 50

===== constraint.sdc =====
current_design float_multi_module

set clk_period 16.4
set clk_io_pct 0.2

create_clock -name clk0 -period $clk_period [get_ports {CLK}]

set non_clock_inputs [all_inputs -no_clocks]
set_input_delay [expr $clk_period * $clk_io_pct] -clock clk0 $non_clock_inputs
set_output_delay [expr $clk_period * $clk_io_pct] -clock clk0 [all_outputs]

==> changes_impl.md <==
## Implementation

- Vias per Instance: roughly 5.4
- Tcrit/Tclk final: 44.87%
- H-tree levels: 4
- Comb gate area: 20,480 µm²
- Critical path peak fanout: 15
- Seq/Total Area, Yosys: 15.70%
- Chip Area, Yosys: about 28,000 µm²
- Distinct lib cells: 68
- Final Max Slew Viols: 0
- Detailed-route DRC error count: 0
- Layout Utilization: around 58%
- Post-synth tally of flip-flops with integrated enable: 1
- Insertion Delay late pin: about 500 ps
- Place WS: 9074 ps
- RSZ-0062 raised after global routing: false
- Async SR Flop Fraction: 99.43%
- Boundary pin count: 237
- Crit path kind: flop to flop
- Share of layout cells above drive strength 1: 4.552%
- Clock edge transition at the registers on the reported setup and hold paths: 80 ps
- Worst Tran Pin Value: 955.4 ps
- Die ar.: between 50,000 and 60,000 µm²
- Worst setup margin: 9041 ps
- Vert. Die Dim: 237.6 µm
- CP Launch Type: flop
- Maxcap violations: 0
- Cts hold-fix bufs: 0
- CTS Buf Count: 17
- Design area: 31,390 µm²
- Max clock buf depth: 2
- Ys flops: 174
- Reg area: 4359 µm²
- Yosys stat cell total: a little over 3k
- Row count: 85
- Basic Gates by Area: ~16%
- Syn Inst Count: about 3.1k
- Fillers: ~4.8k
- Placed Area: 30,750 µm²
- Average size of a mapped cell: between 8 and 9 µm²
- Clk sinks: 174
- Hold slack: 485.9 ps
- Core area: about 54,000 µm²
- Largest net degree at the start of global routing: 83
- Post-Synth XOR/XNOR Area: 2.713%
- Setup TNS: 0 ps
- GRT Residual Overflow: 0
- ANT cells: 0
- MUX share of area: 2.479%
- Final hold violation count: 0
- Final setup fails: 0
- Initial antenna violation count: 1
- Mapped Area: 27,760 µm²
- Routability cong.: 0.8970
- CTS tree: done
- Ao+oa area frac: 8.627%
- Fa+ha+maj area frac: ~43%
- First-pass GRT wire length: roughly 130,000 µm
- Routed Antenna Nets: 0
- Post-CTS setup buffer count: 0
- WL/cell: about 20 µm
- DR pass1 iterations: 7
- Tool warnings: 29
- Vias in the first global route: 22.88k
- WP data required: 16,750 ps
- Max-slew headroom: 36.15%
- Port bufs: 236
- CP Capture Type: flop
- Vias: around 22k
- Dpl hpwl: 59,200 µm
- Init Core Util: 51.08%
- Top_reg_cell synth: dfrtp_1
- Synthesis-to-layout area growth: 13.07%
- Hold crit path type: flop to flop
- Tmin final: between 7000 and 8000 ps
- CTS Root Cell: clkbuf_16
- Logic family by area: adder cells
- Crit path arrival time: 7700 ps
- DRT iter0 DRCs: approximately 1.2k
- DRT Wirelength: 78,550 µm
- Clk_skew: 24.71 ps
- Synth Warn #: 1
- F_max: 135.9 MHz
- GRT Util Overall: 31.32%
- Die width: 237.6 µm
- Status: completed
- Post-CTS Resized: 0
==> stage by stage <==
step,instances
after floorplan,3099
after global placement,3936
after detailed placement,3936
after CTS,3968
after global routing,3968
final,3968
==> layout by cell type (no fill, tap or decap), types with 19 or more instances in the layout <==
| master | count |
|---|---|
| dfrtp_1 | 173 |
| xnor2_1 | 49 |
| ha_1 | 190 |
| nor2_1 | 75 |
| nand2_1 | 461 |
| xor2_1 | 37 |
| o21ai_0 | 103 |
| a21oi_1 | 77 |
| nor4_1 | 19 |
| clkdlybuf4s50_1 | 235 |
| and2_1 | 291 |
| a222oi_1 | 34 |
| buf_4 | 60 |
| nand3_1 | 32 |
| mux2i_1 | 26 |
| mux2_2 | 38 |
| o21ai_1 | 41 |
| inv_1 | 579 |
| fa_1 | 483 |
| and3_1 | 19 |
==> cells in the mapped netlist, types with 26 or more instances <==
cell / n / area share [%]
inv_1: 579 / 7.8
mux2i_1: 26 / 0.94
nand3_1: 32 / 0.58
o21ai_1: 41 / 0.74
dfrtp_1: 173 / 16
and2_1: 291 / 6.6
xnor2_1: 49 / 1.5
nor2_1: 75 / 1.0
xor2_1: 37 / 1.2
a222oi_1: 34 / 1.2
nand2_1: 463 / 6.3
a21oi_1: 77 / 1.4
ha_1: 190 / 8.6
mux2_2: 38 / 1.5
clkbuf_1: 187 / 2.5
fa_1: 483 / 35
o21ai_0: 103 / 1.9
==> critical path: stages, from the launching register on <==
cell and delay, ps:
dfrtp_1 690, buf_4 320, nand2_1 90, fa_1 490, inv_1 50, fa_1 490, inv_1 60, fa_1 530
inv_1 50, fa_1 510, inv_1 60, fa_1 550, inv_1 50, fa_1 470, inv_1 50, fa_1 490
inv_1 50, ha_1 350, and2_1 210, a221oi_1 440, a211oi_1 170, a211oi_2 300, a31oi_1 180, a41oi_1 280
mux2i_1 220, a211oi_1 70
==> flip-flops by register name (all words and copies together), names as in the netlist <==
| signal | count |
|---|---|
| BDiff | 9 |
| isZero | 1 |
| isDone | 1 |
| rA | 33 |
| Temp | 48 |
| isUnder | 1 |
| i | 4 |
| rResult | 32 |
| rB | 33 |
| isOver | 1 |
| rExp | 10 |
| isSign | 1 |
==> per-layer routing <==
metal	up-vias	track usage (%)	part of all wire (%)
li1	9802	-	-
met1	10887	46.93	42
met2	804	48.10	48
met3	99	9.508	8.1
met4	0	6.256	2.6
met5	-	0	0
==> area by class of cell <==
| cell class | count | area share, % |
|---|---|---|
| Sequential cell | 174 | 13.89 |
| Inverter | 579 | 6.924 |
| Tap cell | 739 | 2.946 |
| Multi-Input combinational cell | 2148 | 65.24 |
| Timing Repair Buffer | 296 | 8.973 |
| Clock inverter | 15 | 0.6737 |
| Clock buffer | 17 | 1.355 |
==> path summary, 6_finish.rpt <==
path | start | end | slack, ps | cells after the start
setup / recovery | rB[5]$_DFFE_PN0P_ | Temp[45]$_DFFE_PN0P_ | 9040 | 25
hold / removal | rResult[30]$_DFFE_PN0P_ | rResult[30]$_DFFE_PN0P_ | 490 | 2
setup reg to reg | rB[5]$_DFFE_PN0P_ | Temp[45]$_DFFE_PN0P_ | 9040 | 25
hold reg to reg | rResult[30]$_DFFE_PN0P_ | rResult[30]$_DFFE_PN0P_ | 490 | 2
max in group asynchronous | RSTn | Temp[6]$_DFFE_PN0P_ | 11700 | 3
min in group asynchronous | RSTn | rExp[7]$_DFFE_PN0P_ | 2790 | 1
==> logic make-up after synthesis <==
kind of cell	count (synthesis)
adders and majority gates	673
and+or+nand+nor	953
xor gates and xnor gates	86
AOI/OAI and AO/OA	372
DFF	174
muxes	64
buffers and inverters	777
